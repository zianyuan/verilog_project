--- flow/constraint.sdc ---
current_design async_fifo

set clk_period 2.6
set clk_io_pct 0.2

create_clock -name clk0 -period $clk_period [get_ports {rd_clk}]
create_clock -name clk1 -period $clk_period [get_ports {wr_clk}]

set non_clock_inputs [all_inputs -no_clocks]
set_input_delay [expr $clk_period * $clk_io_pct] -clock clk0 $non_clock_inputs
set_output_delay [expr $clk_period * $clk_io_pct] -clock clk0 [all_outputs]
--- flow/design.v ---
module async_fifo #(
    parameter DATA_WIDTH = 8,
    parameter DATA_DEPTH = 8,
    parameter PTR_WIDTH  = 3
)(
    input  [DATA_WIDTH - 1 : 0]     wr_data, 	 
    input                   	    wr_clk,	 	 
    input                   	    wr_rst_n,	 
    input                   	    wr_en,		 
    input                   	    rd_clk,		 
    input                   	    rd_rst_n,	 
    input                   	    rd_en,		 
    output reg                 	    fifo_full,	 
    output reg                 	    fifo_empty,	 
    output reg [DATA_WIDTH - 1 : 0] rd_data  
);
reg [DATA_WIDTH-1:0] ram_fifo [DATA_DEPTH-1:0];
reg [PTR_WIDTH:0] wr_ptr, rd_ptr;
wire [PTR_WIDTH:0]  wr_ptr_gray, rd_ptr_gray;
wire [PTR_WIDTH-1:0] wr_addr, rd_addr;
always @(posedge wr_clk, negedge wr_rst_n) begin
    if(!wr_rst_n)
        wr_ptr <= 'd0;
    else if(wr_en==1'b1 && fifo_full==1'b0)
        wr_ptr <= wr_ptr + 1'b1;
    else
        wr_ptr <= wr_ptr;
end
assign wr_addr = wr_ptr[PTR_WIDTH-1:0];
always @(posedge wr_clk, negedge wr_rst_n) begin
    if(!wr_rst_n)
        ram_fifo[wr_addr] <= 0;
    else if(wr_en==1'b1 && fifo_full==1'b0)
        ram_fifo[wr_addr] <= wr_data;
    else
        ram_fifo[wr_addr] <= ram_fifo[wr_addr];
end
always @(posedge rd_clk, negedge rd_rst_n) begin
    if(!rd_rst_n)
        rd_ptr <= 'd0;
    else if(rd_en==1'b1 && fifo_empty==1'b0)
        rd_ptr <= rd_ptr + 1'b1;
    else
        rd_ptr <= rd_ptr;
end
assign rd_addr = rd_ptr[PTR_WIDTH-1:0];
always @(posedge rd_clk, negedge rd_rst_n) begin
    if(!rd_rst_n)
        ram_fifo[rd_addr] <= 0;
    else if(rd_en==1'b1 && fifo_empty==1'b0)
        ram_fifo[rd_addr] <= rd_data;
    else
        ram_fifo[rd_addr] <= ram_fifo[rd_addr];
end
assign wr_ptr_gray = wr_ptr^(wr_ptr>>1'b1);
assign rd_ptr_gray = rd_ptr^(rd_ptr>>1'b1);
reg [PTR_WIDTH:0]   wr_ptr_gray_r1, wr_ptr_gray_r2;
always @(posedge rd_clk, negedge rd_rst_n) begin
    if(!rd_rst_n)begin
        wr_ptr_gray_r1 <= 'd0;
        wr_ptr_gray_r2 <= 'd0;
    end else begin
        wr_ptr_gray_r1 <= wr_ptr_gray;
        wr_ptr_gray_r2 <= wr_ptr_gray_r1;
    end
end
reg [PTR_WIDTH:0]   rd_ptr_gray_r1, rd_ptr_gray_r2;
always @(posedge wr_clk, negedge wr_rst_n) begin
    if(!wr_rst_n)begin
        rd_ptr_gray_r1 <= 'd0;
        rd_ptr_gray_r2 <= 'd0;
    end else begin
        rd_ptr_gray_r1 <= rd_ptr_gray;
        rd_ptr_gray_r2 <= rd_ptr_gray_r1;
    end
end
always @(*) begin
    if(!rd_rst_n)
        fifo_empty = 1'b0;
    else if(rd_ptr_gray == wr_ptr_gray_r2)
        fifo_empty = 1'b1;
    else
        fifo_empty = 1'b0;
end
always @(*) begin
    if(!wr_rst_n)
        fifo_full <= 1'b0;
    else if(wr_ptr_gray == {~rd_ptr_gray_r2[PTR_WIDTH:PTR_WIDTH-1],
                            rd_ptr_gray_r2[PTR_WIDTH-2:0]})
        fifo_full <= 1'b1;
    else
        fifo_full <= 1'b0;
end
endmodule
--- flow/run.sh ---
#!/bin/bash
# OpenROAD 26Q1-2900-gdf79404cd8, Yosys 0.63+post, stock flow scripts
make -C /OpenROAD-flow-scripts/flow DESIGN_CONFIG=/design/flow/config.mk WORK_HOME=/design/flow/orfs finish
--- flow/config.mk ---
export PLATFORM = sky130hd
export DESIGN_NAME = async_fifo
export DESIGN_NICKNAME = async_fifo
export VERILOG_FILES = /design/flow/design.v
export SDC_FILE = /design/flow/constraint.sdc
export NUM_CORES = 4
export LEC_CHECK = 1
export CORE_AREA = 10 10 106 106
export DIE_AREA = 0 0 116 116
export SYNTH_HDL_FRONTEND = slang
==> results.txt <==
Results of the implementation run.

The number of global-route vias before repair is approximately 560. The internal reg-to-reg setup slack is 0.68 ns. The clock skew came out at roughly 0.0027 ns.

The tool flagged a number of max-cap violations equal to 0. The clock net sink count came out at 24. The tally of buffers added on design ports is 6. Among all stages on the critical path, the maximum delay recorded is ~0.48 ns. The violation count after the first detailed-routing iteration came out at 14. For reference, the critical path cell chain is ha_1, xnor2_1, nand4_1, nor2_2, clkdlybuf4s50_1.

The flow ran to the end, and the final reports show no timing, DRC or antenna violations. The number of placed instances, taps included, is 181. The maximum fanout along the worst path came out at 3. The fill cell instance count of the final layout is 978.

Setup repair after global routing left no endpoint under its margin. The most critical hold endpoint after final layout shows a slack of 0.346 ns. The total via count in the routed design came out at between 400 and 500. The number of non-filler instances in the completed layout came out at 190. The sum of net half-perimeters after detailed placement is 1270 um. The ratio of cells with drive above 1 in the final layout is 24.4%. Per the detail_route report, DRC violations left total 0. In the Yosys report the total cell count is around 65. The floorplan utilization came out at roughly 11%.

The final core area utilization came out at 14.5%. The analysis reports a worst IR drop on VDD of 0.294 mV. The total leakage power came out at 0.515 nW.

The diode insertion count for antenna repair is 0. The number of top-level design ports came out at 24. The global-route total usage across every layer is under 10%. In the CTS report, the clock slew at the register clock pins of the worst setup and hold paths is listed as roughly 0.050 ns. STA on the placed design reports a worst setup slack of around 0.26 ns.

The area reported by Yosys stat came out at 981 um^2. The standard cell with the maximum stage delay on the critical path is sky130_fd_sc_hd__clkdlybuf4s50_1. For this sky-water flow run, the detailed-routed wirelength per cell is reported as 8.66 um. The yosys warning tally came out at 8.

The total die size came out at 0.0135 mm^2. The power consumption is 1.71 mW. The number of hold violations in the final report came out at 0.

The number of antenna violations at the first check in global routing came out at 0. Endpoints with negative setup slack in the final report add up to 0. After synthesis the netlist holds a flip-flop and latch count of 24.

The kind of end point of the critical path is an output pin. The remaining antenna violation count is 0. The kind of launch point of the worst setup path is a flop.

The buffer and inverter count on the worst path is 1. The arrival time at the worst endpoint is 1.98 ns. TritonCTS built the clock tree. The placer congestion estimate came out at around 0.74. Grouping stages by cell kind, the critical path spends the most delay in buffers and inverters. The area of all placed cells without fillers came out at 0.00128 mm^2. The maximum number of pins on one net before global-route repair is 13.

The logs give a warning total of 34. The average via count per standard cell came out at 2.57. The worst min-delay path category is reg2reg. The worst endpoint required time is 2.08 ns. The netlist area before placement is 981 um^2. The count of different cell masters after synthesis is 15. The floorplan step set the die height to roughly 120 um.

The wire length after detailed routing is ~1600 um. Per the layout area report, the register area comes to 601 um^2. Each instance of the synthesized netlist takes up on average 15.1 um^2. The initialized floorplan defines 34 standard-cell rows. The relative area change from synthesis to final layout came out at 31.0%. The remaining global-route overflow is 0. The iteration count of the initial detailed-routing pass is 4. Setup total negative slack on the finished layout was measured at 0 ns. The proportion of synthesized chip area in sequential cells is roughly three fifths.

In this run the cell area measured after placement is 0.00116 mm^2. The wire length of the first global-routing pass came out at 2820 um. The horizontal die dimension is 116 um.

The number of standard cells after synthesis came out at about 65. The minimum setup slack in the final design is ~0.10 ns. The placeable core area is 0.00885 mm^2.

The footprint of the multi-input gates came out at around 350 um^2. The critical path is of the reg2out type. Pins over their slew limit in the final report were tallied at 0. The power density over cell area came out at 1330 mW/mm^2.
## kinds of logic after synthesis
group | after synthesis | synth area share (%)
compound gates | 6 | 5.10
fa+ha+maj | 4 | 5.10
xor+xnor | 16 | 17.3
flops | 24 | 61.2
mux | 2 | 2.68
other cells | 1 | 0.382
buf+inv | 8 | 6.12
simple gates | 4 | 2.04
## per-layer routing
layer	vias up	part of all wire, %	GRT usage, %
met3	4	2.8	0.837
met1	239	45	3.40
met5	-	0	0
met4	0	4.2	1.25
li1	232	-	-
met2	13	48	3.94
## cell type report
| class | instances | area share [%] |
|---|---|---|
| clock buffer | 8 | 8.57 |
| multi-input combinational | 40 | 27.2 |
| timing repair buffer | 10 | 7.01 |
| sequential | 24 | 46.7 |
| tap | 108 | 10.5 |
## path summary, 6_finish.rpt
kind | start | to | cells after the start
min reg2reg | wr_ptr_gray_r1[1] | wr_ptr_gray_r2[1] | 0
max reg2reg | wr_ptr[2] | wr_ptr[1] | 6
min in group clk1 | rd_ptr_gray_r1[1] | rd_ptr_gray_r2[1] | 0
min in group asynchronous | wr_rst_n | rd_ptr_gray_r2[0] | 2
min | wr_ptr_gray_r1[1] | wr_ptr_gray_r2[1] | 0
max | wr_ptr[2] | fifo_full | 5
max in group asynchronous | rd_rst_n | wr_ptr_gray_r1[0] | 2
max in group clk1 | wr_ptr[2] | wr_ptr[1] | 6
## registers in the layout, indices dropped and copies added, names as in the netlist
signal,flops
rd_ptr_gray_r2,4
rd_ptr,4
rd_ptr_gray_r1,4
wr_ptr_gray_r1,4
wr_ptr_gray_r2,4
wr_ptr,4
## layout by cell type, fill, tap and decap left out, drive strengths merged, types with 4 or more instances in the layout
cell           instances
dfrtp                 24
xnor2                 12
conb                   8
clkbuf                 8
clkdlybuf4s50          6
ha                     4
buf                    4
xor2                   4
## power breakdown
group / internal (mW) / switching, mW
clock: 0.267 / 0.128
sequential: 0.573 / 0.135
combinational: 0.316 / 0.288
## cell usage after synthesis (all sizes together)
library cell  count  area, um^2
nor2              2        7.51
o21ai             2        17.5
buf               8        60.1
mux2              2        26.3
nand4             2        12.5
o211ai            2        15.0
xnor2            12         113
ha                4        50.1
dfrtp            24         601
xor2              4        57.6
conb              1        3.75
o2111ai           2        17.5
## repair_timing
item                                    4_1_cts  5_1_grt
buffers inserted                              0        1
gates resized                                 0        1
endpoints found under the setup margin        0        2
hold buffers                                  0        0
Power and IR drop assume default switching activity.
